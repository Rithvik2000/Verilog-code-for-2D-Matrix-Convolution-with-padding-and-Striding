--- design/flow/constraint.sdc ---
current_design Two_D_Conv_with_S_and_P

set clk_period 26.8
set clk_io_pct 0.2

create_clock -name clk0 -period $clk_period [get_ports {CLK}]

set non_clock_inputs [all_inputs -no_clocks]
set_input_delay [expr $clk_period * $clk_io_pct] -clock clk0 $non_clock_inputs
set_output_delay [expr $clk_period * $clk_io_pct] -clock clk0 [all_outputs]
--- design/flow/design.v ---
module Two_D_Conv_with_S_and_P #(parameter Width = 16 )(
 input[Width-1:0] A_in,
 input[Width-1:0] B_in,
 input RST,CLK,
 input[5:0] N1, M1, S1, P1, O1,
   output reg [Width-1:0] FINAL_OUT,
   output  reg Done
    );
 reg signed [Width-1:0] A[63:0];
 reg signed [Width-1:0] B[63:0];
 reg signed [Width-1:0] OUT[63:0];
 reg [3:0] State , nxt_State ;
 reg [Width-1:0] ACC;
 reg [5:0] Out_size ;
 reg [5:0] Count_1, Count_2, Count_3,Count_4,Count_5; 
 reg [5:0] N, M ,S,P,N_padded;
 localparam s0 = 4'b0000,
            s1 = 4'b0001,
            s2 = 4'b0010,
            s3 = 4'b0011,
            s4 = 4'b0100,
            s5 = 4'b0101;
 integer i;
 always@(posedge CLK or posedge RST) begin
 if (RST == 1)
 begin
 State <= s0;
  for (i = 0; i < 64 ; i = i+1)
   begin
    A[i] <= 0;
    B[i] <= 0;
    OUT[i] <= 0;
   end
 end
 else
 begin
 State <= nxt_State;
 case (State)
  s0    : begin              
            Count_1  <= 0;
            Count_2 <= 0;
            Count_3 <=0;
            Count_4 <= 0;
            Count_5 <= 0;
            Done <= 0;
            FINAL_OUT <= 0;
            ACC <= 0;
            Out_size <= (O1)   *  (O1) ;
             N <= N1;
              M <= M1;
              S <= S1;
              P <= P1;
              N_padded <= 2*P1 + N1; 
          end
   s1    : begin       
              Count_1 <= Count_1 + 1'b1;
              if(Count_1 < N*N )
              A[Count_1 + P*(N + 2*P + 1) + Count_3] <= A_in;
              if(Count_1 < M*M )
              B[Count_1] <= B_in;
              if(Count_1 == N*N)
               begin
                Count_1 <= 0;
                Count_2 <= 0;
                Count_3 <= 0;
               end
             else if(Count_2 == N-1 )
               begin
               Count_3 <= Count_3 + 2*P;
               Count_2 <= 0;
               end
             else
                Count_2 <= Count_2 + 1'b1;
          end
   s2   : begin  
             ACC <= (ACC + A[Count_1 + N_padded *Count_2 + Count_3 + N_padded *Count_4 ]*B[Count_1 + M*Count_2 ]);
                   if (Count_1 == M-1)
                         begin 
                         Count_1 <=0;
                         Count_2 <= Count_2 + 1;
                        end
                      else
                        Count_1 <= Count_1 + 1'b1; 
             end 
   s3 :   OUT[ Count_5 ]  <= ACC;
   s4 :  begin
                ACC <= 0;
                Count_1 <= 0; 
                Count_2 <= 0;
                Count_5 <= Count_5 + 1;
                Count_3 <= Count_3 + S;
                             if ( Count_3 == N_padded -M)
                             begin
                             Count_4 <= Count_4 + S;
                             Count_3 <= 0;
                             end
           end
   s5 :    begin
                if (Count_5 > 0) 
                 begin
                FINAL_OUT <= OUT[Out_size- (Count_5 )];
                Count_5 <= Count_5 - 1;
                Done <= 1;
                 end
                else 
                  begin
                   Done <= 0;
                   FINAL_OUT <= 0;
                  end
                end
  endcase 
  end 
 end
 always@(*) begin
 case(State)
 4'b0000 :  begin 
         nxt_State =  4'b0001;
         end
4'b0001 : begin
         if(Count_1 == N*N)
                 nxt_State =  4'b0010;
                 else
                 begin
                 nxt_State =  4'b0001;
                 end
         end
  4'b0010 : begin  
            if (Count_2 == M-1 && Count_1 == M-1)
             nxt_State =  4'b0011;
            else
            nxt_State =  4'b0010; 
          end        
  4'b0011 : nxt_State =   4'b0100;        
  4'b0100: begin
           if (Count_4 == N_padded-M && Count_3 == N_padded-M)
           nxt_State = 4'b0101; 
           else
           nxt_State = 4'b0010;
           end   
  4'b0101 : nxt_State =   4'b0101;
 endcase
 end
endmodule
--- design/flow/run.sh ---
#!/bin/bash
# OpenROAD 26Q1-2900-gdf79404cd8, Yosys 0.63+post, stock flow scripts
make -C /OpenROAD-flow-scripts/flow DESIGN_CONFIG=/design/flow/config.mk WORK_HOME=/design/flow/orfs finish
--- design/flow/config.mk ---
export PLATFORM = sky130hd
export DESIGN_NAME = Two_D_Conv_with_S_and_P
export DESIGN_NICKNAME = Two_D_Conv_with_S_and_P
export VERILOG_FILES = /design/flow/design.v
export SDC_FILE = /design/flow/constraint.sdc
export NUM_CORES = 4
export LEC_CHECK = 1
export CORE_UTILIZATION = 30
==> changes_impl.md <==
## Implementation

- Final Setup Violations: 0
- Initial antenna violation count: 28
- Vias in the first global route: between 100k and 150k
- Final Hold Fails: 0
- Fmax: between 70 and 80 MHz
- Rel. slew slack: ~12%
- Cell with the most instances after synthesis: dfrtp_1
- CTS tree: built
- Ys flop type: dfrtp_1
- Via Count: about 110k
- # port buffers: ~80
- Crit path DRT: approximately 27 ns
- Post-CTS Setup Inserts: 0
- Crit path to: ACC[15]
- Worst slew pin tran: between 1 and 1.5 ns
- Top post-synthesis cells by count: 3075 x dfrtp_1, 2705 x mux2_2, 874 x nand2_1
- Num CTS Buffers: ~340
- R2R cell count: approximately 47
- CTS Hold Bufs: 0
- Late-Pin Clk Latency: a little over 1 ns
- Max-cap viol count: 0
- Run status: finished clean
- Fp util: a little over 30%
- WHS: 0.4799 ns
- Non-filler cells, final: approximately 19000
- Detailed Route WL: around 570 mm
- Initial DRC count: about 9700
- Distinct lib cells used: about 98
- Total GRT Usage: a little under a quarter
- Cells after synthesis: around 12000
- Slowest cell on the critical path: edfxtp_1
- GRT Residual Overflow: 0
- GP Congestion: 0.9623
- Vias per cell: around 5.7
- Yosys stat cell total: roughly 12000
- Clock slew at reported path FFs: roughly 0.06 ns
- Asr flop ratio synth: 96.85%
- EDFF count, synth: ~97
- Number of synthesis warnings: 4
- Core footprint: 491300 µm²
- DRC Markers: 0
- Dpl hpwl: 351.5 mm
- Syn Area/Cell: 12.35 µm²
- Largest net degree at the start of global routing: between 100 and 150
- Die Area: 497500 µm²
- CP Class: register to register
- Count of unclocked register or latch pins: 3
- Crit path from: N_padded[1]
- DRT Pass-1 Iters: 9
- Critical R2R Capture: ACC[15]
- Layout cells sized above 1: 33.71%
- ANT nets after route: 0
- Final Core Density: around a third
- Die Ht: about 710 µm
- H-tree depth: 5
- Post-cts sizing count: 0
- Dpl cells: 18240
- Top cell area share: 51.85%
- Setup_tns: 0 ns
- Yosys stat area: 148400 µm²
- Hold crit path type: register to register
- Yosys top cell by area: dfrtp_1
- CTS root buf: clkbuf_16
- Worst Skew: 0.08685 ns
- WL per Instance: a little over 30 µm
- Critical path peak fanout: 33
- Rows: ~260
- Synth flops: ~3200
- Die W: 705.3 µm
- Crit end category: register
- Critical Path Source Type: register
- Endpoints left unconstrained: 6
- Area Growth Syn to Fin: 14.92%
- Setup slack, reg-to-reg: between 10 and 15 ns
- Slew Viols, Final: 0
- Tool warnings: ~48
- Wire length of the first global-routing pass: between 800 and 900 mm
- Post-synthesis cell area: 148400 µm²
- RSZ-0062 raised after global routing: no
- Clk buf depth: 4
- CP arrival: ~15 ns
- Crit path largest cell delay: between 0.6 and 0.7 ns
- Tmin final: between 10 and 15 ns
- Fin crit share: 53.14%
- Top cells, area: dfrtp_1 52%, mux2_2 21%, a22oi_1 3.0%, nand2_1 2.2%, clkbuf_1 2.2%
- Reg2reg start: N_padded[1]
- Io pins: ~81
kinds of logic after synthesis:
group	Yosys count	share of synthesized area [%]
XOR/XNOR	181	1.213
flip-flops	3172	53.81
AND/OR/NAND/NOR	2053	6.310
latches	3	0.03035
adder cells (fa/ha/maj)	320	3.431
AND-OR/OR-AND	2260	11.01
multiplexers	2765	20.94
buffers and inverters	1267	3.251
routing by layer:
metal	up-vias	global-route usage, %	share of wire, %
met1	56010	30.45	38
met2	5500	33.80	43
li1	44300	-	-
met3	1575	11.30	13
met4	24	10.30	5.8
met5	-	0.3076	0.056
worst min path at each step:
stage | cells past startpoint | from | to
CTS | 2 | OUT[7][5] | OUT[7][5]
global route | 2 | OUT[5][12] | OUT[5][12]
finish | 2 | OUT[7][4] | OUT[7][4]
layout by cell type (no fill, tap or decap), types with 171 or more instances in the layout:
cell       count
a21oi_1      211
a221oi_1     223
a22o_1       204
a22oi_1      586
buf_4        642
clkbuf_16    339
dfrtp_1     3075
ha_1         171
inv_1        281
mux2_2      2705
nand2_1      872
nand3_1      236
nor2_1       224
o21ai_0      475
worst max-delay path: cells and delay by family (launching register included):
| family | cells | cell delay (ns) |
|---|---|---|
| adders and majority gates | 14 | 5.88 |
| xor gates and xnor gates | 3 | 0.95 |
| and+or+nand+nor | 6 | 1.11 |
| buffers and inverters | 13 | 2.18 |
| AOI/OAI and AO/OA | 11 | 3.04 |
| DFF | 1 | 0.67 |
per-stage QoR:
step / instance area [µm²] / setup WS, ns
after floorplan: 148400 / -27.37
after global placement: 159400 / 12.63
after detailed placement: 159400 / 12.76
after CTS: 170500 / 12.65
after global routing: 170500 / 11.87
final: 170500 / 12.56
sequential cells by signal, summed over array words and instances (netlist names):
signal,flops
Count_3,6
N,6
M,6
S,6
Done,1
N_padded,5
B,1024
ACC,16
Out_size,5
A,1024
Count_2,6
OUT,1024
FINAL_OUT,16
State,3
nxt_State,3
P,6
Count_5,6
Count_1,6
Count_4,6
area by class of cell:
class	instances	area (µm²)
multi-input cells	7579	64670
inverters	284	1070
clock inverters	101	1289
clock buffers	500	9868
fillers	47420	320800
repair buffers	730	5630
diodes	5	12.51
flip-flops and latches	3175	79910
well taps	6475	8102
