$ cat /design/flow/config.mk
export PLATFORM = sky130hd
export DESIGN_NAME = FP_2D_Conv
export DESIGN_NICKNAME = FP_2D_Conv
export VERILOG_FILES = /design/flow/design.v
export SDC_FILE = /design/flow/constraint.sdc
export NUM_CORES = 4
export LEC_CHECK = 1
export CORE_UTILIZATION = 40
$ cat /design/flow/constraint.sdc
current_design FP_2D_Conv

set clk_period 1.0
set clk_io_pct 0.2

create_clock -name clk0 -period $clk_period [get_ports {CLK}]

set non_clock_inputs [all_inputs -no_clocks]
set_input_delay [expr $clk_period * $clk_io_pct] -clock clk0 $non_clock_inputs
set_output_delay [expr $clk_period * $clk_io_pct] -clock clk0 [all_outputs]
$ cat /design/flow/design.v
module FP_2D_Conv #(parameter Width = 32  )(
input[Width-1:0] A_in,
 input[Width-1:0] B_in,
 input RST,CLK,
 input[5:0] N1, M1, S1, P1, O1,
    output reg [Width-1:0] FINAL_OUT,
   output  reg Done
    );
 reg signed [Width-1:0] A[63:0];
 reg signed [Width-1:0] B[63:0];
 reg signed [Width-1:0] OUT[63:0];
 reg [3:0] State , nxt_State ;
 reg [Width-1:0] ACC;
 reg [5:0] Out_size ;
 reg [5:0] Count_1, Count_2, Count_3,Count_4,Count_5; 
 reg [5:0] N, M ,S,P,N_padded;
 localparam s0 = 4'b0000,
            s1 = 4'b0001,
            s2 = 4'b0010,
            s3 = 4'b0011,
            s4 = 4'b0100,
            s5 = 4'b0101;
 integer i;
 wire [Width -1 :0] w1, w2, w3;
 reg [Width-1:0] temp_reg_1,temp_reg_2;
 reg rst_mac;
 MAC mc1( w1, w2, CLK, rst_mac, PP, w3);
 assign w1 = temp_reg_1;
 assign w2 = temp_reg_2;
 always@(posedge CLK or posedge RST) begin
 if (RST == 1)
 begin
 State <= s0;
  for (i = 0; i < 64 ; i = i+1)
   begin
    A[i] <= 0;
    B[i] <= 0;
    OUT[i] <= 0;
   end
 end
 else
 begin
 State <= nxt_State;
 case (State)
  s0    : begin              
            Count_1  <= 0;
            Count_2 <= 0;
            Count_3 <=0;
            Count_4 <= 0;
            Count_5 <= 0;
            Done <= 0;
            FINAL_OUT <= 0;
            Out_size <= (O1)   *  (O1) ;
             N <= N1;
              M <= M1;
              S <= S1;
              P <= P1;
              N_padded <= 2*P1 + N1; 
              rst_mac <= 1;
          end
   s1    : begin       
              Count_1 <= Count_1 + 1'b1;
              if(Count_1 < N*N )
              A[Count_1 + P*(N + 2*P + 1) + Count_3] <= A_in;
              if(Count_1 < M*M )
              B[Count_1] <= B_in;
              if(Count_1 == N*N)
               begin
                Count_1 <= 0;
                Count_2 <= 0;
                Count_3 <= 0;
               end
             else if(Count_2 == N-1 )
               begin
               Count_3 <= Count_3 + 2*P;
               Count_2 <= 0;
               end
             else
                Count_2 <= Count_2 + 1'b1;
          end
   s2   : begin  
              temp_reg_1 <= A[Count_1 + N_padded *Count_2 + Count_3 + N_padded *Count_4 ];
              temp_reg_2 <= B[Count_1 + M*Count_2 ];  
                   if (Count_1 == M-1)
                         begin 
                         Count_1 <=0;
                         Count_2 <= Count_2 + 1;
                        end
                      else
                        begin
                        Count_1 <= Count_1 + 1'b1; 
                        rst_mac <= 0;
                       end
             end 
   s3 :  begin
          OUT[ Count_5 ]  <= ACC;
          rst_mac <= 1;
         end
   s4 :  begin
                Count_1 <= 0; 
                Count_2 <= 0;
                Count_5 <= Count_5 + 1;
                Count_3 <= Count_3 + S;
                             if ( Count_3 == N_padded -M)
                             begin
                             Count_4 <= Count_4 + S;
                             Count_3 <= 0;
                             end
           end
   s5 :    begin
                if (Count_5 > 0) 
                 begin
                FINAL_OUT <= OUT[Out_size- (Count_5 )];
                Count_5 <= Count_5 - 1;
                Done <= 1;
                 end
                else 
                  begin
                   Done <= 0;
                   FINAL_OUT <= 0;
                  end
                end
  endcase 
  end 
 end
 always@(*) begin
 ACC = w3;
 case(State)
 4'b0000 :  begin 
         nxt_State =  4'b0001;
         end
4'b0001 : begin
         if(Count_1 == N*N)
                 nxt_State =  4'b0010;
                 else
                 begin
                 nxt_State =  4'b0001;
                 end
         end
  4'b0010 : begin  
            if (Count_2 == M-1 && Count_1 == M-1)
             nxt_State =  4'b0011;
            else
            nxt_State =  4'b0010; 
          end        
  4'b0011 : nxt_State =   4'b0100;        
  4'b0100: begin
           if (Count_4 == N_padded-M && Count_3 == N_padded-M)
           nxt_State = 4'b0101; 
           else
           nxt_State = 4'b0010;
           end   
  4'b0101 : nxt_State =   4'b0101;
 endcase
 end
endmodule
module MAC #(parameter N = 32, M = 23, P = N-M-1)(
 input[N-1:0] A1,
 input[N-1:0] B1,
 input CLK, RST,
 output [N-1:0] PP,OUT,
 output reg UnderFlow,
 output reg OverFlow
);
reg[N-1:0] AC1 = 0;
wire o1,o2,u1,u2;
    Floating_Point_Multiplier M01 (A1,B1,PP,u1,o1);
    FloatAdder A01(PP,AC1,OUT,u2,o2);
always@(*) begin
  if(A1[N-2:0]==0 && B1[N-2:0] ==0)
      begin
        UnderFlow <= 0;
        OverFlow <= 0;
      end
  else
     begin
        UnderFlow <= u1|u2;
        OverFlow <= o1|o2;
     end
end
  always@(posedge CLK or posedge RST)  begin
  if (RST == 1)
  AC1 <= 0;
  else
  AC1 <= OUT;
  end
endmodule
module Floating_Point_Multiplier #(parameter N = 32, M = 23, P = N-M-1)(
  input[N-1:0] A,
  input[N-1:0] B,
   output [N-1:0] FINAL_OUT,
   output UnderFlow,
   output OverFlow
    );
    wire[2*M+1:0] C;
    wire[1:0] C2;
    wire[N-2:0] OUT;
   Fixed_Point_Multipler M1({1'b1,A[M-1:0]},{1'b1,B[M-1:0]},C);
     assign OUT[M-1:0]  = (C[2*M+1])? C[2*M:M+1]:C[2*M-1:M];
   Adder_1 A1(A[N-2:M],B[N-2:M],C[2*M+1],{C2,OUT[N-2:M]});
  assign OverFlow = (( ~C2[1] ) & C2[0]);
  assign UnderFlow = C2[1] ;
  assign FINAL_OUT[N-1] = A[N-1]^B[N-1];
  assign FINAL_OUT[N-2:0] = OverFlow == 1 ? {N{1'b1}}:( UnderFlow ? {N{1'b0}}: OUT); 
endmodule
module Fixed_Point_Multipler #(parameter M = 23)(
input[M:0] A,
input[M:0] B,
output [(2*M)+1:0] OUT
);
assign OUT = A*B;
endmodule
module Adder_1 #(parameter P = 8)( 
input[P-1:0] A,
input[P-1:0] B,
input Shift,
output [P+1:0] OUT
);
wire[P+1:0] Bias;
assign Bias = -127 ;   
assign OUT = A+B+Bias+(Shift);
endmodule
module FloatAdder #(parameter N = 32, M = 23, P = N-M-1)(
  input[N-1:0] A,
  input[N-1:0] B,
   output reg [N-1:0] FINAL_OUT,
   output reg UnderFlow_Ad,
   output reg OverFlow_Ad
    );
    wire[M-1:0] M1,M2;
    wire[P+1:0] E1,E2;
    reg S;
    reg[P+1:0] UnFlow1;
    reg[P+1:0] UnFlow2;
    reg [P-1:0] shift;
    reg [M:0] a1,b1;
    wire[M+2:0] in;
    reg [M+2:0] C1;
    reg [4:0]out;  
    assign M1 = A[M-1:0];
    assign M2 = B[M-1:0];
    assign E1 = A[N-2:M];
    assign E2 = B[N-2:M];
    assign S1 = A[N-1];
    assign S2 = B[N-1];
   always@(*) begin
      if (E1 > E2)
        begin
        shift = E1 - E2;
        a1 = {1'b1,M1};
        if (shift <= 23)
            b1 ={1'b1,M2}>>(shift);
        else
           b1 = 0;
        S = A[N-1];
        end
      else if (E2 > E1)
        begin
        shift = E2 - E1;
        b1 = {1'b1,M2};
        if (shift <= 23)
            a1 = {1'b1,M1}>>(shift);
        else
           a1 = 0;
        S = B[N-1];
        end  
        else  
        begin
        b1 = {1'b1,M2};
        a1 = {1'b1,M1};
            if (M1 > M2)
            begin
            S = A[N-1];
            end
          else if (M2 > M1)
            begin
            S = B[N-1];
            end
          else
            S = B[N-1];
      end
  end
   Fixed_Point_Adder F1  ( {A[N-1],1'b0,a1},   {B[N-1], 1'b0,b1},  in);
    always@(*) begin 
   if(A == 0 && B==0)
     FINAL_OUT = 0;
   else if ( A == 0)
     FINAL_OUT = B;
   else if (B == 0)
     FINAL_OUT = A;
   else
     begin
    out = 5'b00000;
     if (in[24]) begin
        out = 5'b11000;
    end else if (in[23]) begin
        out = 5'b10111;
    end else if (in[22]) begin
        out = 5'b10110;
    end else if (in[21]) begin
        out = 5'b10101;
    end else if (in[20]) begin
        out = 5'b10100;
    end else if (in[19]) begin
        out = 5'b10011;
    end else if (in[18]) begin
        out = 5'b10010;
    end else if (in[17]) begin
        out = 5'b10001;
    end else if (in[16]) begin
        out = 5'b10000;
    end else if (in[15]) begin
        out = 5'b01111;
    end else if (in[14]) begin
        out = 5'b01110;
    end else if (in[13]) begin
        out = 5'b01101;
    end else if (in[12]) begin
        out = 5'b01100;
    end else if (in[11]) begin
        out = 5'b01011;
    end else if (in[10]) begin
        out = 5'b01010;
    end else if (in[9]) begin
        out = 5'b01001;
    end else if (in[8]) begin
        out = 5'b01000;
    end else if (in[7]) begin
        out = 5'b00111;
    end else if (in[6]) begin
        out = 5'b00110;
    end else if (in[5]) begin
        out = 5'b00101;
    end else if (in[4]) begin
        out = 5'b00100;
    end else if (in[3]) begin
        out = 5'b00011;
    end else if (in[2]) begin
        out = 5'b00010;
    end else if (in[1]) begin
        out = 5'b00001;
    end else if (in[0]) begin
        out = 5'b00000;
    end
      FINAL_OUT[N-1] = S;
      UnFlow1 = (E1 - (23-out));
      UnFlow2 = (E2 - (23-out));
         if ((out) == 24)
           C1 =  in >> 1;
         else
          C1 =  in << (23-out);
       if ((E1 >= E2) && (UnFlow1[P+1] == 0) && (UnFlow1[P] == 1))
         begin
          FINAL_OUT[N-2:0] = 31'b1111111111111111111111111111111;
          OverFlow_Ad = 1;
         end
       else if ((E1 >= E2)&&(UnFlow1[P+1] == 1))
         begin
          FINAL_OUT[N-2:0] = 0;
          UnderFlow_Ad = 1;
         end
        else if ((E2 > E1 )&& (UnFlow2[P+1] == 0) && (UnFlow2[P] == 1))
         begin
          FINAL_OUT[N-2:0] = 31'b1111111111111111111111111111111;
          OverFlow_Ad = 1;
         end
        else if ((E2 > E1)&&(UnFlow2[P+1] == 1))
         begin
          FINAL_OUT[N-2:0] = 0;
          UnderFlow_Ad = 1;
         end
        else if (E1 == 0 && E2 == 0 && M1 == 0 && M2 == 0)
        begin
          FINAL_OUT[N-2:0] = 0;
           UnderFlow_Ad = 0;
           OverFlow_Ad = 0;
        end
       else
         begin
         FINAL_OUT[M-1:0] = C1[M-1:0];
         FINAL_OUT[N-2:M] =(E1>=E2) ?(E1 - (23-out) ):(E2 - (23-out) );
         UnderFlow_Ad = 0;
         OverFlow_Ad = 0;
         end
    end
end
endmodule
module Fixed_Point_Adder #(parameter M = 23)(
input[M+2:0] A,
input[M+2:0] B,
output reg [M+2:0] OUT
);
 reg [M+1:0] a11,b11;
 always@(*) begin 
  if (A[M+2] == B[M+2]) 
     OUT = A + B;
  else if (A[M+1:0] > B[M+1:0])
     OUT = A - B;
     else
     OUT = B-A;
 end 
endmodule
$ cat /design/flow/run.sh
#!/bin/bash
# OpenROAD 26Q1-2900-gdf79404cd8, Yosys 0.63+post, stock flow scripts
make -C /OpenROAD-flow-scripts/flow DESIGN_CONFIG=/design/flow/config.mk WORK_HOME=/design/flow/orfs finish
==> results.toml <==
# yosys + openroad results
[worst_setup_path]
required_ns = 2.05
worstSetupPathType = "flip-flop to flip-flop"
worstPathMaxFanout = 65
rr_worst_depth = 86
critPathMaxStageDelay_ns = 0.64
crit_slowest_cell = "fa_2"
crit_top_cell = "buf_6"
ff2ff_setup_slack_ns = -17.00
end_kind = "flip-flop"
startpoint_type = "flip-flop"
arrival_ns = 19.05
r2r_end = "OUT[25][18]"
crit_start = "temp_reg_1[13]"
r2r-start = "temp_reg_1[13]"

[synthesis]
synth-main-ff-cell = "dfrtp_1"
ys_sh_xor = 0.006121
synthTopCellsByArea = "dfrtp_1 (51%), mux2_2 (15%), fa_1 (3.6%), a22o_1 (3.1%), a221oi_1 (3.1%)"
synth_cell_type_count = 119
edf_count = 162
ys_seq_elements = 6344
yosys-stat-area_sq_um = 303100
synth_area_sq_um = 303100
adder_share = 0.05366
simple_gate_area_frac = 0.07311
synth_warnings = 11
yosys-top-cells-count = "dfrtp_1 (6,179), mux2_2 (4,164), nand2_1 (2,405), clkbuf_1 (1,886), o21ai_0 (1,307)"
ys_sh_aoi = 0.1433
avgSynthCellArea_sq_um = 11.66
synth_top_area_share = 0.5101
yosysTopAreaCell = "dfrtp_1"
synthCells = 25995
ys_cells = 25995
async_flop_share = 0.9740
yosysMostFrequentCell = "dfrtp_1"
top_logic_kind = "multiplexers"
mux_area_frac = 0.1570

[final_timing]
period_used_share = 18.00
unclocked_regs = 3
rsz0062_at_grt = "yes"
finalSetupViolCount = 6505
unconstrained_endpoints = 6
setup_tns_ns = -54503.60
relSlewSlack = 0.2138
whs_ns = 0.01434
worst_slack_ns = -17.00
final_hold_viol_count = 0
worst_pin_slew_ns = 1.177
finalMaxSlewViolations = 0
max_freq_mhz = 55.56
finClkSkew_ns = 0.1297
fin_crit_ns = 18.00

[clock_network]
cts_max_path_buffers = 4
clkTransAtPathRegs_ns = 0.06
numCtsBuffers = 682
cts_tree = "done"
clk_latency_ns = 1.22
cts-root-buf = "clkbuf_16"
htree_levels = 6

[run]
cap_viol_max_count = 0
warnings = 109

[die]
die_y_microns = 872.5
dieArea_sq_um = 761300
num_rows = 319
fp_util = 0.4016
ioPinCount = 129
core-area_sq_um = 754800
die-width_microns = 872.5

[global_route]
met1_usage = 0.4705
grt_max_degree = 111
top_usage_layer = "met2"
grt_pass1_vias = 246731
grt_overflow_total = 0
use_met2 = 0.5079
gr-usage-met3 = 0.2074
antenna_found_initial = 67
grt_pass1_wl_microns = 1907000
grt_use_total = 0.3702

[cells_and_area]
drive_above_1_share = 0.3820
postLayoutCoreUtil = 0.5218
area_growth_pct = 29.94
fin_area_sq_um = 393900
fin_cells = 40445

[routing]
first_iter_violations = 20431
first_pass_iters = 8
post_drt_wl_per_cell_microns = 33.65
wirelength_microns = 1361000
drc_errors = 0
postRouteAntennaNets = 0
num_vias = 245593
routed_via_density = 6.072

[min_path]
min_from = "P1[1]"
worstHoldPathCells = 4
hold_path_end = "N_padded[2]"
hold_path_class = "primary input to flip-flop"

[place]
gp_congestion = 1.024
dpl.hpwl_microns = 960600
dpl-instance-area_sq_um = 363700
portBuffers = 127
place_ws_ns = -19.31
dp_cells = 38841

[run_status]
violations = "negative setup slack"
status = "complete, but fails checks"

[power_and_ir_drop]
leakage_nw = 178.9
p_total_mw = 1403
vdd_drop_max_v = 0.006769
powerDensity_nw_per_um2 = 3561
registers in the layout, indices dropped and copies added (netlist names):
register and count:
B 2048, Out_size 5, A 2048, nxt_State 3
N_padded 6, P 6, Done 1, Count_1 6
OUT 2048, State 3, M 6, FINAL_OUT 32
Count_4 6, N 5, rst_mac 1, temp_reg_1 32
mc1.AC1 32, temp_reg_2 32, Count_3 6, S 6
Count_5 6, Count_2 6
worst max path at each step:
stage         cells past startpoint  slack [ns]          end
global route                     89      -17.56  OUT[52][19]
CTS                              96      -17.11  OUT[59][17]
finish                           86      -17.00  OUT[25][18]
cell type report:
| class | count | area [sq um] |
|---|---|---|
| well taps | 10111 | 12650 |
| diodes | 58 | 145.1 |
| fillers | 62573 | 360900 |
| repair buffers | 5387 | 57890 |
| inverters | 849 | 3218 |
| clock buffers | 1037 | 20310 |
| clock inverters | 191 | 2326 |
| multi-input cells | 16468 | 137800 |
| flip-flops and latches | 6344 | 159500 |
logic make-up after synthesis:
logic type / Yosys count
DFF: 6341
AOI/OAI and AO/OA: 6064
and+or+nand+nor: 4989
muxes: 4231
buffers and inverters: 3183
adders and majority gates: 976
xor gates and xnor gates: 208
latches: 3
critical path, delay by kind of cell, from the launching register on:
family,cells,cell delay [ns]
adders and majority gates,16,5.89
AOI/OAI and AO/OA,29,5.21
and+or+nand+nor,17,2.80
buffers and inverters,20,2.60
muxes,2,0.59
DFF,1,0.37
xor gates and xnor gates,2,0.30
power by group:
group	switching, mW	leakage [nW]	internal [mW]	total [mW]
Combinational	441	85.7	361	801
Sequential	29.5	82.1	315	344
Clock	111	11.1	146	257
routing by layer:
layer / vias up / part of all wire
met5: - / 0.0011
met1: 124570 / 0.36
met2: 14219 / 0.42
met3: 4422 / 0.15
met4: 72 / 0.077
li1: 102310 / -
cell usage in the layout (no fill, tap or decap), drive strengths merged, types with 133 or more instances in the layout:
cell / n
edfxtp: 162
a22oi: 826
mux2: 4171
ha: 436
dfrtp: 6179
xnor2: 146
a31oi: 175
nand3: 267
a22o: 1088
a221oi: 1084
clkbuf: 1058
nand4: 392
o31ai: 164
o21ai: 1563
nor3: 169
nor2: 1075
nand2: 2406
fa: 540
inv: 876
and2: 302
clkinv: 133
a21oi: 629
buf: 5201
what timing repair did:
action / 4_1_cts / 5_1_grt
setup endpoints to repair: 6501 / 6517
hold buffers: 98 / 0
endpoints found under the hold margin: 4138 / 0
resized: 390 / 598
pin swaps: 154 / 278
cloned: 8 / 27
setup buffers: 77 / 120
Power figures rest on the tool's default switching activity, not on a simulated workload.
